[design/flow/config.mk]
export PLATFORM = sky130hd
export DESIGN_NAME = FPAdder
export DESIGN_NICKNAME = FPAdder
export VERILOG_FILES = /design/flow/design.v
export SDC_FILE = /design/flow/constraint.sdc
export NUM_CORES = 4
export LEC_CHECK = 1
export CORE_UTILIZATION = 40
[design/flow/constraint.sdc]
current_design FPAdder

set clk_period 12.5
set clk_io_pct 0.2

create_clock -name clk0 -period $clk_period [get_ports {clk}]

set non_clock_inputs [all_inputs -no_clocks]
set_input_delay [expr $clk_period * $clk_io_pct] -clock clk0 $non_clock_inputs
set_output_delay [expr $clk_period * $clk_io_pct] -clock clk0 [all_outputs]
[design/flow/design.v]
`timescale 1ns / 1 ps
module FPAdder(    
input clk, run, u, v,
input [31:0] x, y,
output stall,
output [31:0] z);
reg [1:0] State;
reg [24:0] x3, y3, t3;
reg [26:0] Sum;
wire xs, ys, xn, yn;
wire [8:0] xe, ye;
wire [24:0] xm, ym;
wire [8:0] dx, dy, e0, e1;
wire [8:0] sx, sy;
wire [1:0] sx0, sx1, sy0, sy1;
wire sxh, syh;
wire [24:0] x0, x1, x2, y0, y1, y2;
wire [26:0] s;
wire z24, z22, z20, z18, z16, z14, z12, z10, z8, z6, z4, z2;
wire [4:0] sc;
wire [1:0] sc0, sc1;
wire [24:0] t1, t2;
assign stall = (run & (State != 3));
assign z = (v ? {{7{Sum[26]}}, Sum[25:1]} : (xn ? ((u | yn) ? 0 : y) : (yn ? x : (((t3 == 0) | e1[8]) ? 0 : {Sum[26], e1[7:0], t3[23:1]}))));
assign xs = x[31];
assign ys = y[31];
assign xn = (x[30:0] == 0);
assign yn = (y[30:0] == 0);
assign xe = (u ? 9'h96 : {1'h0, x[30:23]});
assign ye = {1'h0, y[30:23]};
assign xm = {(~u | x[23]), x[22:0], 1'h0};
assign ym = {(~u & ~v), y[22:0], 1'h0};
assign dx = (xe - ye);
assign dy = (ye - xe);
assign e0 = (dx[8] ? ye : xe);
assign e1 = ((e0 - {4'h0, sc}) + 1);
assign sx = (dy[8] ? 0 : dy);
assign sy = (dx[8] ? 0 : dx);
assign sx0 = sx[1:0];
assign sx1 = sx[3:2];
assign sy0 = sy[1:0];
assign sy1 = sy[3:2];
assign sxh = ((sx[7] | sx[6]) | sx[5]);
assign syh = ((sy[7] | sy[6]) | sy[5]);
assign x0 = ((xs & ~u) ? ( - xm) : xm);
assign x1 = ((sx0 == 3) ? {{3{xs}}, x0[24:3]} : ((sx0 == 2) ? {{2{xs}}, x0[24:2]} : ((sx0 == 1) ? {xs, x0[24:1]} : x0)));
assign x2 = ((sx1 == 3) ? {{12{xs}}, x1[24:12]} : ((sx1 == 2) ? {{8{xs}}, x1[24:8]} : ((sx1 == 1) ? {{4{xs}}, x1[24:4]} : x1)));
assign y0 = ((ys & ~u) ? ( - ym) : ym);
assign y1 = ((sy0 == 3) ? {{3{ys}}, y0[24:3]} : ((sy0 == 2) ? {{2{ys}}, y0[24:2]} : ((sy0 == 1) ? {ys, y0[24:1]} : y0)));
assign y2 = ((sy1 == 3) ? {{12{ys}}, y1[24:12]} : ((sy1 == 2) ? {{8{ys}}, y1[24:8]} : ((sy1 == 1) ? {{4{ys}}, y1[24:4]} : y1)));
assign s = ((Sum[26] ? ( - Sum) : Sum) + 1);
assign z24 = (~s[25] & ~s[24]);
assign z22 = ((z24 & ~s[23]) & ~s[22]);
assign z20 = ((z22 & ~s[21]) & ~s[20]);
assign z18 = ((z20 & ~s[19]) & ~s[18]);
assign z16 = ((z18 & ~s[17]) & ~s[16]);
assign z14 = ((z16 & ~s[15]) & ~s[14]);
assign z12 = ((z14 & ~s[13]) & ~s[12]);
assign z10 = ((z12 & ~s[11]) & ~s[10]);
assign z8 = ((z10 & ~s[9]) & ~s[8]);
assign z6 = ((z8 & ~s[7]) & ~s[6]);
assign z4 = ((z6 & ~s[5]) & ~s[4]);
assign z2 = ((z4 & ~s[3]) & ~s[2]);
assign sc = {z10, ((z18 & (((((((s[17] | s[16]) | s[15]) | s[14]) | s[13]) | s[12]) | s[11]) | s[10])) | z2), (((z22 & (((s[21] | s[20]) | s[19]) | s[18])) | (z14 & (((s[13] | s[12]) | s[11]) | s[10]))) | (z6 & (((s[5] | s[4]) | s[3]) | s[2]))), ((((((z24 & (s[23] | s[22])) | (z20 & (s[19] | s[18]))) | (z16 & (s[15] | s[14]))) | (z12 & (s[11] | s[10]))) | (z8 & (s[7] | s[6]))) | (z4 & (s[3] | s[2]))), (((((((((((((~s[25] & s[24]) | ((z24 & ~s[23]) & s[22])) | ((z24 & ~s[23]) & s[22])) | ((z22 & ~s[21]) & s[20])) | ((z20 & ~s[19]) & s[18])) | ((z18 & ~s[17]) & s[16])) | ((z16 & ~s[15]) & s[14])) | ((z14 & ~s[13]) & s[12])) | ((z12 & ~s[11]) & s[10])) | ((z10 & ~s[9]) & s[8])) | ((z8 & ~s[7]) & s[6])) | ((z6 & ~s[5]) & s[4])) | ((z4 & ~s[3]) & s[2]))};
assign sc0 = sc[1:0];
assign sc1 = sc[3:2];
assign t1 = ((sc0 == 3) ? {s[22:1], 3'h0} : ((sc0 == 2) ? {s[23:1], 2'h0} : ((sc0 == 1) ? {s[24:1], 1'h0} : s[25:1])));
assign t2 = ((sc1 == 3) ? {t1[12:0], 12'h0} : ((sc1 == 2) ? {t1[16:0], 8'h0} : ((sc1 == 1) ? {t1[20:0], 4'h0} : t1)));
always @ (posedge clk) begin State <= (run ? (State + 1) : 0);
x3 <= (sxh ? {25{xs}} : (sx[4] ? {{16{xs}}, x2[24:16]} : x2));
y3 <= (syh ? {25{ys}} : (sy[4] ? {{16{ys}}, y2[24:16]} : y2));
t3 <= (sc[4] ? {t2[8:0], 16'h0} : t2);
Sum <= ({xs, xs, x3} + {ys, ys, y3});
end
endmodule
[design/flow/run.sh]
#!/bin/bash
# OpenROAD 26Q1-2900-gdf79404cd8, Yosys 0.63+post, stock flow scripts
make -C /OpenROAD-flow-scripts/flow DESIGN_CONFIG=/design/flow/config.mk WORK_HOME=/design/flow/orfs finish
==> run summary <==
Item: results of the latest flow run.

- The worst clock skew is 0.0154 ns.
- Setup repair after global routing left no endpoint under its margin.
- The OpenROAD report gives the critical path a data arrival time of 9.08 ns.
- The average instance in the mapped netlist occupies 6.95 µm².
- Relative to the synthesized area, the layout overhead comes to 12.4%.
- In the log, the iteration count for the first detailed-route pass is 5.
- The first-pass GRT wire length is 84200 µm.
- The floorplan die width is 184 µm.
- The post-CTS repair timing setup buffer count is 0.
- The share of power burned in combinational logic is 0.749.
- TritonCTS built the clock tree.
- The synthesized design spends more area on one cell type than any other, namely sky130_fd_sc_hd__dfxtp_1.
- The final critical path time including I/O delays and setup is 11.58 ns.
- The number of buffers between clock root and the deepest sink is 2.
- The power per standard cell area is 259 nW/µm².
- For the worst setup path, the data required time is 10.00 ns.
- Registers take 2080 µm².
- The core outline area is 32500 µm².
- The met2 capacity usage during global routing is 0.544.
- The run finished with clean final reports.
- The switching power total is 2.15 mW.
- The yosys stat chip area is 13200 µm².
- The switching portion of total power comes to 0.558.
- The critical-path maximum fanout is 30.
- The final-layout fill cell count is 3361.
- Summing over the stages, the warning tally comes to 33.
- Endpoints failing hold in the final report were tallied at 0.
- The area fraction of the largest cell type after synthesis is 0.158.
- The total overflow left after global routing is 0.
- 101 I/O pins were placed.
- Pins over their slew limit in the final report were tallied at 0.
- At the end of the flow the core is filled with cells to 0.456.
- With fillers left out, the area of the finished cells amounts to 14900 µm².
- The final weighted congestion of routability-driven global placement is 1.00.
- For this configuration, the core starts out at a cell density of 0.406.
- The number of cells in Yosys stat is 1900.
- The synthesis report lists the Yosys warning total as 1.
- The count of unresolved DRC violations after routing is 0.
- Internal power comes to 1.70 mW.
- The kind of launch point of the worst setup path is an input port.
- After detailed routing, the average wire length per cell comes to 23.8 µm.
- The final timing report counts setup violations totalling 0.
- For reference, the clock transition at the flip-flops on the worst setup and hold paths is 0.08 ns.
- The met1 track demand over resource is 0.462.
- After the first detailed-routing iteration, the DRC count stood at 1282.
- For this block, the routed nets add up to 56600 µm of wire.
- Entering global routing, the biggest net connects 73 pins.
- Summing all multi-input logic gate instances after layout gives 10300 µm².
- The most popular library cell in the synthesized design by count is sky130_fd_sc_hd__nor2_1.
- Once detail routing completed, the nets flagged for antenna violations numbered 0.
- The remaining max-slew budget at the tightest pin is 0.372.
- For reference, the top cells by count after synthesis are 214 x sky130_fd_sc_hd__nor2_1, 182 x sky130_fd_sc_hd__o21ai_0, 180 x sky130_fd_sc_hd__nand2_1.
- The most used routing layer in global routing is met2.
- The number of antenna violations at the first check in global routing is 0.
- Sorting the synthesized cells by area gives the leading types as sky130_fd_sc_hd__dfxtp_1 16%, sky130_fd_sc_hd__o21ai_0 6.9%, sky130_fd_sc_hd__a21oi_1 6.5%.
- The via count of the first global-routing pass was 13680.
- The clock share of power is 0.074.
- The estimated wirelength of the detail-placed design is 45600 µm.
- The power report puts the leakage power at 5.64 nW.
- In the global route stage, met3 resource usage came out at 0.0487.
- Buffers placed on the I/O ports in this run total 100.
- The die covers 33800 µm².
- The transition time recorded at the tightest slew-check pin is 0.942 ns.
- The type of the worst setup path is input port to output port.
- The total placed instance area is 14500 µm².
- The number of library cell types mapped by synthesis is 105.
- Post-synth the commonest register cell is sky130_fd_sc_hd__dfxtp_1.
- In the routed netlist, the antenna diode instances number 0.
- For this run, asynchronously set or reset flops after synthesis account for 0.
- For this run, the register share of the synthesized area comes to 0.158.
- Across all layers, the routed design uses 14884 vias.
- The global-route usage over all layers is 0.338.
- The number of hold buffers added after CTS was 0.
- The type of the worst min-delay path is flip-flop to flip-flop.
- The type of destination of the critical path is an output port.
- The flip-flop and latch count after synthesis is 104.
- The die is 184 µm tall.
- The count of clock tree sinks is 104.
- The part of the cycle the worst path needs is 0.926.
- After detailed routing, the number of vias per cell comes to 6.25.
- The number of max-capacitance violations reported is 0.
- Post-CTS repair changed the size of 0 cells.
- The final total negative setup slack is 0 ns.
- VDD sags by at most 0.161 mV.
- Counting every instance in the synthesized netlist gives 1900.
- For the worst-skew pair, the clock arrives at the later sink with an insertion delay of 0.35 ns.
- In this run, synthesis inferred 0 flip-flops with an integrated enable.
- The clock root buffer master is sky130_fd_sc_hd__clkbuf_16.
- For reference, the placement row count at floorplan is 66.
- The peak clock frequency supported by timing is 86.4 MHz.
- The total clock buffers created by CTS is 9.
- The layout cell share with drive strength beyond 1 is 0.0681.
- The share of total power in sequential cells is 0.177.
- The H-tree generated during clock tree synthesis spans 3 levels.
- The netlist area before placement is 13200 µm².
## metrics by stage
stage	cells	hold WS (ns)	worst slack (ns)	total power, mW
2_1_floorplan	1900	0.398	1.72	2.57
3_3_place_gp	2364	0.408	1.21	3.53
3_5_place_dp	2364	0.418	1.04	3.50
4_1_cts	2380	0.432	1.06	3.81
5_1_grt	2380	0.470	0.462	4.11
6_report	2380	0.424	0.919	3.85
## logic make-up (layout without fill, tap and decap cells)
logic type	count (synthesis)	after routing	synth area share
AND-OR/OR-AND	704	704	0.355
AND/OR/NAND/NOR	662	662	0.240
buffers and inverters	189	227	0.0621
XOR/XNOR	141	141	0.0940
flip-flops	104	104	0.158
adder cells (fa/ha/maj)	63	63	0.0619
multiplexers	37	37	0.0294
## final timing paths
check,end,slack (ns),start,cells past startpoint
max reg2reg,t3[20],6.03,Sum[26],17
min reg2reg,State[0],0.42,State[0],1
min,State[0],0.42,State[0],1
max,z[6],0.92,u,27
## cell usage in the layout, fill, tap and decap left out, types with 41 or more instances in the layout
| master | instances |
|---|---|
| sky130_fd_sc_hd__nor2_1 | 213 |
| sky130_fd_sc_hd__o21ai_0 | 182 |
| sky130_fd_sc_hd__nand2_1 | 180 |
| sky130_fd_sc_hd__a21oi_1 | 170 |
| sky130_fd_sc_hd__dfxtp_1 | 104 |
| sky130_fd_sc_hd__clkdlybuf4s50_1 | 99 |
| sky130_fd_sc_hd__xnor2_1 | 79 |
| sky130_fd_sc_hd__inv_1 | 64 |
| sky130_fd_sc_hd__xor2_1 | 61 |
| sky130_fd_sc_hd__nor3_1 | 59 |
| sky130_fd_sc_hd__ha_1 | 58 |
| sky130_fd_sc_hd__a22oi_1 | 49 |
| sky130_fd_sc_hd__buf_4 | 41 |
## cell type report
cell class              count  area share
clock inverters             7     0.00615
repair buffers            141      0.0878
clock buffers               9      0.0152
inverters                  70      0.0179
flip-flops and latches    104       0.140
multi-input cells        1607       0.696
well taps                 442      0.0372
## per-layer routing
layer	share of wire	up-vias
met3	0.071	106
li1	-	7116
met4	0.045	0
met5	0	-
met2	0.46	645
met1	0.43	7017
## registers in the layout, indices dropped and copies added (netlist names)
name,cells
Sum,27
x3,25
y3,25
t3,25
State,2
## worst max-delay path: stages
cell	delay (ns)
sky130_fd_sc_hd__clkdlybuf4s50_1	0.75
sky130_fd_sc_hd__clkinv_1	0.39
sky130_fd_sc_hd__nand2_1	0.18
sky130_fd_sc_hd__inv_1	0.08
sky130_fd_sc_hd__ha_1	0.53
sky130_fd_sc_hd__o21ai_0	0.16
sky130_fd_sc_hd__nand2b_1	0.16
sky130_fd_sc_hd__a221o_1	0.19
sky130_fd_sc_hd__a21o_1	0.19
sky130_fd_sc_hd__buf_4	0.35
sky130_fd_sc_hd__o21ai_0	0.13
sky130_fd_sc_hd__ha_1	0.29
sky130_fd_sc_hd__ha_1	0.34
sky130_fd_sc_hd__a21oi_1	0.26
sky130_fd_sc_hd__o21bai_1	0.10
sky130_fd_sc_hd__a21oi_1	0.25
sky130_fd_sc_hd__o21bai_1	0.10
sky130_fd_sc_hd__a21oi_1	0.17
sky130_fd_sc_hd__xnor2_1	0.08
sky130_fd_sc_hd__nor2_1	0.17
sky130_fd_sc_hd__o21a_1	0.30
sky130_fd_sc_hd__buf_4	0.26
sky130_fd_sc_hd__a22oi_1	0.09
sky130_fd_sc_hd__nor2_1	0.11
sky130_fd_sc_hd__a21oi_1	0.04
sky130_fd_sc_hd__o21ai_0	0.35
sky130_fd_sc_hd__clkdlybuf4s50_1	0.54
## power by group through the flow
stage | Combinational [mW] | Sequential [mW] | Clock (mW)
CTS | 2.84 | 0.676 | 0.292
global route | 3.11 | 0.692 | 0.307
finish | 2.89 | 0.681 | 0.285
Power is estimated from default activity; no workload was simulated.
