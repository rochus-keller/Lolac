$ cat flow/config.mk
export PLATFORM = sky130hd
export DESIGN_NAME = FPDivider
export DESIGN_NICKNAME = FPDivider
export VERILOG_FILES = /design/flow/design.v
export SDC_FILE = /design/flow/constraint.sdc
export NUM_CORES = 4
export LEC_CHECK = 1
export CORE_UTILIZATION = 40
$ cat flow/constraint.sdc
current_design FPDivider

set clk_period 13.4
set clk_io_pct 0.2

create_clock -name clk0 -period $clk_period [get_ports {clk}]

set non_clock_inputs [all_inputs -no_clocks]
set_input_delay [expr $clk_period * $clk_io_pct] -clock clk0 $non_clock_inputs
set_output_delay [expr $clk_period * $clk_io_pct] -clock clk0 [all_outputs]
$ cat flow/design.v
`timescale 1ns / 1 ps
module FPDivider(    
input clk, run,
input [31:0] x, y,
output stall,
output [31:0] z);
reg [4:0] S;
reg [23:0] R;
reg [25:0] Q;
wire sign;
wire [7:0] xe, ye;
wire [8:0] e0, e1;
wire [24:0] r0, r1, d;
wire [25:0] q0;
wire [24:0] z0, z1;
assign stall = (run & (S != 26));
assign z = ((xe == 0) ? 0 : ((ye == 0) ? {sign, 8'hFF, 23'h0} : (~e1[8] ? {sign, e1[7:0], z1[23:1]} : (~e1[7] ? {sign, 8'hFF, z0[23:1]} : 0))));
assign sign = (x[31] ^ y[31]);
assign xe = x[30:23];
assign ye = y[30:23];
assign e0 = ({1'h0, xe} - {1'h0, ye});
assign e1 = ((e0 + 126) + {8'h0, Q[25]});
assign r0 = ((S == 0) ? {2'h1, x[22:0]} : {R, 1'h0});
assign r1 = (d[24] ? 0 : d);
assign d = (r0 - {2'h1, y[22:0]});
assign q0 = ((S == 0) ? 0 : Q);
assign z0 = (Q[25] ? Q[25:1] : Q[24:0]);
assign z1 = (z0 + 1);
always @ (posedge clk) begin S <= (run ? (S + 1) : 0);
R <= r1[23:0];
Q <= {q0[24:0], ~d[24]};
end
endmodule
$ cat flow/run.sh
#!/bin/bash
# OpenROAD 26Q1-2900-gdf79404cd8, Yosys 0.63+post, stock flow scripts
make -C /OpenROAD-flow-scripts/flow DESIGN_CONFIG=/design/flow/config.mk WORK_HOME=/design/flow/orfs finish
==> CHANGELOG.md <==
### Implementation results

* Outcome: finished, final reports clean
* DP Wirelength at 9.057 mm
* Slew HR at 0.5277
* Clock sink total at 55
* Yosys warning tally at 1
* Vias per cell at 5.258
* Initial Util at 0.4178
* Main synth FF type: dfxtp_1
* # rows at 39
* Worst hold stages at 1
* Crit start category: input port
* IO Pins at 99
* Min cycle time layout at 9285 ps
* Worst setup EP type: primary output
* VDD IR max at 0.06448 mV
* End of the worst register-to-register path: R[21]
* Starting DRT DRC Count at 263
* Post_cts resized at 0
* Total global routing overflow at 0
* Core Footprint at 0.01166 mm2
* Antenna Nets Post-Route at 0
* Root buffer cell: clkbuf_16
* Gp weighted congestion at 0.9424
* CTS H-Tree Depth at 2
* Vias in the first global route at 4,267
* Largest net degree at the start of global routing at 44
* Fin util at 0.5271
* Final setup margin at 4115 ps
* OpenROAD warnings at 27
* Setup violators final at 0
* Pleak at 2.543 nW
* Crit path DAT at 6610 ps
* Final count of hold timing violations at 0
* Dpl cells at 851
* Setup_tns at 0 ps
* Routed WL at 11.32 mm
* Port Buffers at 98
* Critical path class: in -> out
* Die Y at 112.4 um
* Drt wl/cell at 13.17 um
* Biggest area consumer among synthesized cells: dfxtp_1
* Die width at 112.4 um
* Number of synthesized flops with an enable pin at 0
* Post-CTS setup buffers at 0
* Post-synth ARST share at 0
* Slew @ Worst Pin at 688.8 ps
* GRT Total Usage at 0.1916
* Mean Syn Cell Area at 7.795 um2
* Place WS at 4166 ps
* Die area at 0.01263 mm2
* TritonCTS clock tree: built
* Final Instance Area at 0.006147 mm2
* HP Class: reg -> reg
* R2R Setup Slk at 9150 ps
* Hold_buf cts at 0
* Yosys top cell area share at 0.2260
* CTS Buffer Depth at 2
* Most numerous logic cells after layout: 98 x clkdlybuf4s50_1, 59 x inv_1, 59 x a21oi_1, 58 x nand2_1, 55 x dfxtp_1
* Via count at 4,517
* Layout area overhead at 26.17%
* Hold Path End: Q[25]
* Placed cell areas at 0.005996 mm2
* Num CTS Buffers at 5
* Final Skew at 10.44 ps
* Post-synthesis cell count at 625
* First-pass GRT wire length at 19.87 mm
* Share of cells above drive strength 1 at 0.08240
* Post-synth cell types at 55
* Top post-synthesis cells by area: dfxtp_1 23%, ha_1 11%, mux2_2 8.8%
* Worst EP required at 10,720 ps
* PwrDens at 116.0 mW/mm2
* Drt drc at 0
* FF+latch count, synth at 55
* Hold Crit Start: Q[24]
* Number of max-cap violations at 0
* Period Utilization, post-route at 0.6929
* Seq/Total Area, Yosys at 0.2260
* Reg2reg path depth at 13
* Chip area estimate from yosys synthesis at 0.004872 mm2
* Non-filler instance count after layout at 859
* Pins Over Slew Limit at 0
* Cell Area, Synth at 0.004872 mm2
* Ys cells at 625
* CP max FO at 15
* Initial antenna violation count at 0
* RSZ-0062 raised after global routing: false
* Top logic cell by instance count in the layout: clkdlybuf4s50_1
* Latency at later pin at 300 ps
* Worst-path clk slew at 80 ps
* Drt pass-1 iters at 4
* R2r startpoint: S[0]
* Antenna Diode Count at 0
* Layout fillers at 1,063
* F_max at 107.7 MHz
-- stage by stage --
step / hold WS [ps] / power, mW
after detailed placement: 451.0 / 0.5805
after floorplan: 432.1 / 0.4729
after global placement: 445.3 / 0.5784
after CTS: 466.1 / 0.7208
after global routing: 492.3 / 0.7762
final: 463.3 / 0.7130
-- synthesized netlist by cell type (2+ instances only) --
library cell  number
a221oi_1           2
mux2i_1           14
mux2_2            38
and3b_1            2
nand2b_1           5
and3_1             4
nor2_1            52
o31ai_1            6
a31oi_1           10
nand3_1           18
nand4b_1           3
nor3_1             8
a21o_1             6
clkbuf_1          15
buf_1              2
a21oi_1           59
or4_1              5
o211ai_1           6
nand2_1           58
a21boi_0           3
nand4_1            4
nor4_1             4
o21bai_1           2
a311oi_1           2
or3_1              5
a2111oi_4          2
o21ai_0           24
ha_1              43
fa_1               2
a211oi_1           6
and2_1             9
xor2_1            22
nor3b_1            2
dfxtp_1           55
o21a_1             3
xnor2_1           18
nor2b_1           30
inv_1             59
-- kinds of logic (layout without fill, tap and decap cells) --
kind of cell	count (synthesis)	in the layout	share of synthesized area
and+or+nand+nor	218	218	0.2291
AOI/OAI and AO/OA	136	136	0.1744
buffers and inverters	79	170	0.06343
DFF	55	55	0.2260
muxes	52	52	0.1166
adders and majority gates	45	45	0.1186
xor gates and xnor gates	40	40	0.07190
-- critical path, stage by stage --
cell and delay [ps]:
clkdlybuf4s50_1 490, inv_1 50, ha_1 270, inv_1 40, ha_1 210, fa_1 410
nand3_1 110, a21oi_1 100, mux2i_1 520, nand2_1 460, or4_1 640, o31ai_1 100
clkdlybuf4s50_1 520
-- how the worst max path moves through the flow --
stage          from  slack (ps)  depth (start not counted)     to
global route  x[23]        3860                         14  z[18]
CTS           x[23]        4160                         13  z[11]
finish        x[23]        4110                         13  z[11]
-- layout make-up --
cell class	count	area, um2	share of cell area
sequential	55	1101	0.1791
tap	143	178.9	0.02911
multi-input combinational	491	3476	0.5654
clock inverter	3	26.28	0.004274
clock buffer	5	125.1	0.02035
timing repair buffer	103	1018	0.1657
inverter	59	221.5	0.03603
-- power breakdown --
group | total, mW | internal [mW] | switching, mW
Sequential | 0.208 | 0.197 | 0.0110
Clock | 0.134 | 0.0711 | 0.0631
Combinational | 0.371 | 0.173 | 0.197
Total | 0.713 | 0.441 | 0.272
-- flip-flops by register name, summed over array words and instances (netlist names) --
| name | flops |
|---|---|
| S | 5 |
| Q | 26 |
| R | 24 |
-- metal layers --
layer  up-vias  track usage  share of wire
met2       108       0.3056           0.44
met4         0      0.01956          0.011
met1      2035       0.2952           0.51
met3         9      0.01926          0.042
met5         -            0              0
li1       2365            -              -
No activity file was given, so power comes from the tool's default toggle rates.
